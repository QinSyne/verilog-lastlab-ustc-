===== /design/flow/design.v =====
`timescale 1ns / 1ps
module DDP #(
    parameter DW = 15,  
    parameter H_LEN = 200,
    parameter V_LEN = 150
)(
    input wire pclk,
    input wire rstn,
    input wire hen,
    input wire ven,
    input wire test_mode,  
    input wire [11:0] rdata,  
    output wire [DW-1:0] raddr,
    output wire [3:0] red,
    output wire [3:0] green,
    output wire [3:0] blue
);
    reg [11:0] x_cnt;
    reg [11:0] y_cnt;
    reg hen_d;
    always @(posedge pclk or negedge rstn) begin
        if (!rstn) begin
            hen_d <= 1'b0;
        end else begin
            hen_d <= hen;
        end
    end
    wire hen_fall = hen_d & ~hen;
    always @(posedge pclk or negedge rstn) begin
        if (!rstn) begin
            x_cnt <= 0;
        end else begin
            if (!hen) begin
                x_cnt <= 0;
            end else begin
                x_cnt <= x_cnt + 1;
            end
        end
    end
    always @(posedge pclk or negedge rstn) begin
        if (!rstn) begin
            y_cnt <= 0;
        end else begin
            if (!ven) begin
                y_cnt <= 0;
            end else if (hen_fall) begin
                y_cnt <= y_cnt + 1;
            end
        end
    end
    wire [11:0] x_idx = x_cnt[11:2];  
    wire [11:0] y_idx = y_cnt[11:2];  
    wire [DW-1:0] addr_calc = y_idx * H_LEN + x_idx;
    assign raddr = addr_calc;
    reg hen_out_d, ven_out_d;
    always @(posedge pclk) begin
        hen_out_d <= hen;
        ven_out_d <= ven;
    end
    assign {red, green, blue} = (hen_out_d && ven_out_d) ? (test_mode ? 12'hFFF : rdata) : 12'h000;
endmodule

===== /design/flow/run.sh =====
#!/bin/bash
# OpenROAD 26Q1-2900-gdf79404cd8, Yosys 0.63+post, stock flow scripts
make -C /OpenROAD-flow-scripts/flow DESIGN_CONFIG=/design/flow/config.mk WORK_HOME=/design/flow/orfs finish

===== /design/flow/config.mk =====
export PLATFORM = sky130hd
export DESIGN_NAME = DDP
export DESIGN_NICKNAME = DDP
export VERILOG_FILES = /design/flow/design.v
export SDC_FILE = /design/flow/constraint.sdc
export NUM_CORES = 4
export LEC_CHECK = 1
export CORE_UTILIZATION = 30

===== /design/flow/constraint.sdc =====
current_design DDP

set clk_period 7.9
set clk_io_pct 0.2

create_clock -name clk0 -period $clk_period [get_ports {pclk}]

set non_clock_inputs [all_inputs -no_clocks]
set_input_delay [expr $clk_period * $clk_io_pct] -clock clk0 $non_clock_inputs
set_output_delay [expr $clk_period * $clk_io_pct] -clock clk0 [all_outputs]

==> flow_summary.toml <==
# yosys + openroad results
[timing]
setup_viol = 0
finalMaxSlewViolations = 0
fin_crit_sh_pct = 68.8
fin_setup_tns_ns = 0
fmax_ghz = 0.184
slew_headroom_pct = 68.8
finalClockSkew_ns = 0.0100
final_hold_viol_count = 0
period_needed_ns = 5.44
rsz0062_at_grt = "no"
tightest_slew_ns = 0.466

[logic_synthesis]
ys_cells = 267
ys_chip_area_mm2 = 0.00240
async_flop_share_pct = 92.6
numSynthFlops = 27
ys_seq_share_pct = 27.7
ys_types = 41
yosys_warnings = 1
edf_count = 0
flop_cell = "dfrtp_1"
synthCells = 267
syn_avg_cell_area_um2 = 9.00
synthesis.area_mm2 = 0.00240

[grt]
track_usage_pct = 11.3
antenna_found_initial = 0
met2_usage_pct = 17.9
grt_max_degree = 26
met3_usage_pct = 1.19
top_usage_layer = "met2"
grt_pass1_wl_um = 7640
grt_pass1_vias = 1667
met1_usage_pct = 17.6
grt_overflow_total = 0

[power]
p_switching_mw = 0.0588
seq_power_share_pct = 56.2
leakage_nw = 1.38
p_per_area_mw_per_mm2 = 85.0
peakVddDrop_mv = 0.0634
p_sw_share_pct = 23.2
p_comb_share_pct = 10.9
clock_power_share_pct = 32.9
p_int_mw = 0.195
total_power_mw = 0.253

[critical_path]
cp-endpoint = "raddr[14]"
r2r_end = "y_cnt[11]$_DFFE_PN0P_"
reg2reg_from = "y_cnt[2]$_DFFE_PN0P_"
worst-setup-path-type = "reg -> out"
critPathMaxFanout = 5
worstSetupEndpointType = "output port"
startpoint_type = "flop"
reg2reg_depth = 6
worstPathArrival_ns = 3.86
startpoint = "y_cnt[3]$_DFFE_PN0P_"
reg2reg_slack_ns = 6.34
cp.required_ns = 6.32

[floorplan]
ios = 44
fp_util_pct = 31.1
die-width_um = 91.5
dieArea_mm2 = 0.00837
die_h_um = 91.5
core_mm2 = 0.00773
fp-row-count = 32

[clocking]
clkTransAtPathRegs_ns = 0.11
cts_buffer_depth = 2
cts_resized = 0
cts.sinks = 27
worstSkewPairLatency_ns = 0.28
cts_setup_buffers = 0
holdBufCountCts = 0
cts_made_buffers = 3
cts_max_level = 1
cts_root_buf = "clkbuf_8"
cts_tree = "built"

[placed_design]
gp_congestion = 0.784
place_area_mm2 = 0.00293
dp_hpwl_um = 3560
port-buffer-count = 43

[worst_hold_path]
hold_depth = 1
min_path_type = "reg -> reg"

[detailed_routing]
routed_via_density = 4.40
drt_drc_violations_left = 0
routed_wl_um = 4390
num_vias = 1806
drt-initial-drc-count = 36
drtPass1Iterations = 4
ant_nets = 0
n_antenna_cell = 0
routedWlPerCell_um = 10.7

[finish]
fill_cells = 767
drive_gt1_share_pct = 5.52
syn_to_final_growth_pct = 24.1
mostFrequentLayoutCells = "clkdlybuf4s50_1, nor2_1, ha_1, xnor2_1"
final_util_pct = 38.6
final_cell_area_mm2 = 0.00298
mostFrequentLayoutCell = "clkdlybuf4s50_1"

[job]
log.warning_count = 25
maxCapViolCount = 0

[status]
run_status = "completed"
-- routing by layer --
metal / share of wire [%] / routed length, µm / vias to the layer above
met5: 0 / 0 / -
met4: 0.48 / 21 / 0
met3: 1.7 / 73 / 2
met2: 46 / 2010 / 14
met1: 52 / 2280 / 825
li1: - / - / 965
-- how the worst min path moves through the flow --
stage / startpoint / end
CTS: x_cnt[0]$_DFF_PN0_ / x_cnt[0]$_DFF_PN0_
global route: x_cnt[0]$_DFF_PN0_ / x_cnt[0]$_DFF_PN0_
finish: x_cnt[0]$_DFF_PN0_ / x_cnt[0]$_DFF_PN0_
-- cell type report --
cell class	count	area, µm²	share of cell area (%)
multi-input cells	208	1610	53.9
well taps	102	128	4.28
clock inverters	1	8.76	0.294
flip-flops and latches	27	666	22.3
clock buffers	3	41.3	1.39
inverters	25	93.8	3.15
repair buffers	44	438	14.7
-- metrics by stage --
stage                     hold slack (ns)  instances  setup slack [ns]
final                               0.469        410              2.46
after global routing                0.497        410              2.27
after CTS                           0.472        410              2.43
after detailed placement            0.456        406              2.76
after global placement              0.449        406              2.77
after floorplan                     0.431        267              3.35
-- flip-flops by register name, summed over array words and instances (netlist names) --
name       flops
y_cnt         12
hen_d          1
ven_out_d      1
hen_out_d      1
x_cnt         12
-- cell usage after synthesis (2+ instances only) --
cell | instances | area, µm²
nor2_1 | 36 | 135
ha_1 | 34 | 425
xnor2_1 | 30 | 263
dfrtp_1 | 25 | 626
inv_1 | 25 | 93.8
and2_1 | 19 | 119
nand2_1 | 14 | 52.6
nand3_1 | 7 | 35.0
a21oi_1 | 6 | 30.0
fa_1 | 6 | 120
nand4_1 | 6 | 37.5
o21ai_0 | 6 | 30.0
nor2b_1 | 5 | 31.3
clkbuf_1 | 4 | 15.0
nand2b_1 | 4 | 25.0
a21oi_2 | 3 | 26.3
buf_4 | 3 | 22.5
o21a_1 | 3 | 22.5
xor2_1 | 3 | 26.3
a21boi_0 | 2 | 15.0
a21o_1 | 2 | 15.0
and3_1 | 2 | 12.5
dfxtp_1 | 2 | 40.0
nor3_1 | 2 | 10.0
o31a_1 | 2 | 17.5
-- power by group through the flow --
stage	clock [mW]	sequential [mW]	combinational, mW
after CTS	0.0862	0.143	0.0286
after global routing	0.0923	0.143	0.0311
final	0.0834	0.142	0.0276
-- kinds of logic (layout without fill, tap and decap cells) --
kind of cell               after synthesis  count (layout)  share of synthesized area (%)
xor gates and xnor gates                34              34                           12.7
and+or+nand+nor                        103             103                           21.8
AOI/OAI and AO/OA                       31              31                           9.64
adders and majority gates               40              40                           22.7
DFF                                     27              27                           27.7
buffers and inverters                   32              73                           5.47
-- worst max-delay path: stages, from the launching register on --
cell and delay, ns:
dfrtp_1 0.43, ha_1 0.31, ha_1 0.30, ha_1 0.30, inv_1 0.06, fa_1 0.52, inv_1 0.04, ha_1 0.21
or4_4 0.50, a31oi_4 0.24, nor3_2 0.06, xnor2_1 0.13, clkdlybuf4s50_1 0.47
Power figures rest on the tool's default switching activity, not on a simulated workload.

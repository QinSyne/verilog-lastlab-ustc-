[design.v]
module game_ctrl(
    input         clk_50m,
    input         rst_n,
    input  [10:0] xpos,     
    input  [10:0] ypos,     
    input         valid,    
    input  [1:0]  key,      
    output reg [11:0] rgb,  
    output reg [7:0] score  
);
parameter BOARD_W = 80;     
parameter BOARD_H = 10;     
parameter BOARD_Y = 580;    
parameter BALL_R  = 5;      
parameter POINT_W = 20;     
parameter POINT_H = 20;     
parameter BORDER_W = 5;     
parameter BORDER_MARGIN = 10;  
parameter BIN_LED_SIZE = 12;  
parameter BIN_LED_GAP = 4;   
parameter SCORE_X = 680;    
parameter SCORE_Y = 20;     
parameter SPEED_CNT_MAX = 500000; 
reg [10:0] board_x;   
reg [10:0] ball_x, ball_y;
reg [2:0] ball_vx, ball_vy;
reg ball_dir_x, ball_dir_y;
reg [10:0] point_x[0:2], point_y[0:2];
reg [2:0] point_valid;   
reg [19:0] speed_cnt;
wire move_en;
reg [15:0] lfsr;   
wire feedback;
assign feedback = lfsr[15] ^ lfsr[13] ^ lfsr[12] ^ lfsr[10];   
always @(posedge clk_50m or negedge rst_n) begin
    if(!rst_n) lfsr <= 16'hACE1;   
    else lfsr <= {lfsr[14:0], feedback};   
end
always @(posedge clk_50m or negedge rst_n) begin
    if(!rst_n) speed_cnt <= 20'd0;
    else if(speed_cnt == SPEED_CNT_MAX - 1) speed_cnt <= 20'd0;
    else speed_cnt <= speed_cnt + 1'b1;
end
assign move_en = (speed_cnt == SPEED_CNT_MAX - 1);
initial begin
    board_x = (800 - BOARD_W)/2;   
    ball_x = 400; ball_y = 300;   
    ball_vx = 2; ball_vy = 2;     
    ball_dir_x = 1; ball_dir_y = 1;  
    point_x[0] = 200; point_y[0] = 100;
    point_x[1] = 400; point_y[1] = 100;
    point_x[2] = 600; point_y[2] = 100;
    point_valid = 3'b111;   
    score = 8'd0;
end
always @(posedge clk_50m or negedge rst_n) begin
    if(!rst_n) board_x <= (800 - BOARD_W)/2;
    else if(move_en) begin
        case(key)
            2'b01:   
                if(board_x > 4) board_x <= board_x - 4'd4;  
            2'b10:   
                if(board_x < 800 - BOARD_W - 4) board_x <= board_x + 4'd4;
            default: board_x <= board_x;
        endcase
    end
end
always @(posedge clk_50m or negedge rst_n) begin
    if(!rst_n) begin
        ball_x <= 400; ball_y <= 300;
        ball_dir_x <= 1; ball_dir_y <= 1;
        ball_vx <= 2; ball_vy <= 2;
    end
    else if(move_en) begin
        if(ball_dir_x) ball_x <= ball_x + ball_vx;   
        else ball_x <= ball_x - ball_vx;             
        if(ball_dir_y) ball_y <= ball_y + ball_vy;   
        else ball_y <= ball_y - ball_vy;             
        if(ball_x <= BALL_R + ball_vx)
            ball_dir_x <= 1;  
        else if(ball_x >= 800 - BALL_R - ball_vx)
            ball_dir_x <= 0;  
        if(ball_y <= BALL_R + ball_vy)
            ball_dir_y <= 1;  
        if((ball_y + BALL_R >= BOARD_Y) && (ball_y + BALL_R <= BOARD_Y + BOARD_H + ball_vy)
           && (ball_x >= board_x - BALL_R) && (ball_x <= board_x + BOARD_W + BALL_R))
            ball_dir_y <= 0;   
        if(ball_y >= 600 - BALL_R) begin
            ball_x <= 400; ball_y <= 300;
            ball_dir_x <= 1; ball_dir_y <= 1;
        end
    end
end
integer i;
always @(posedge clk_50m or negedge rst_n) begin
    if(!rst_n) begin
        score <= 8'd0;
        point_valid <= 3'b111;
    end
    else begin
        if(move_en && ball_y >= 600 - BALL_R) begin
             score <= 8'd0;
             point_valid <= 3'b111;
             point_x[0] <= 50 + (lfsr[9:0] % 700);   
             point_y[0] <= 50 + (lfsr[5:0] % 350);   
             point_x[1] <= 50 + ((lfsr[15:6] + 200) % 700);
             point_y[1] <= 50 + ((lfsr[11:6] + 20) % 350);
             point_x[2] <= 50 + ((lfsr[7:0] + 400) % 700);
             point_y[2] <= 50 + ((lfsr[13:8] + 40) % 350);
        end
        else if(point_valid == 3'b000) begin
            point_valid <= 3'b111;   
            point_x[0] <= 50 + (lfsr[9:0] % 700);
            point_y[0] <= 50 + (lfsr[5:0] % 350);
            point_x[1] <= 50 + ((lfsr[15:6] + 200) % 700);
            point_y[1] <= 50 + ((lfsr[11:6] + 20) % 350);
            point_x[2] <= 50 + ((lfsr[7:0] + 400) % 700);
            point_y[2] <= 50 + ((lfsr[13:8] + 40) % 350);
        end
        else begin
            for( i=0; i<3; i=i+1) begin
                if(point_valid[i] && (ball_x >= point_x[i] - BALL_R) && (ball_x <= point_x[i] + POINT_W + BALL_R)
                   && (ball_y >= point_y[i] - BALL_R) && (ball_y <= point_y[i] + POINT_H + BALL_R)) begin
                    point_valid[i] <= 1'b0;   
                    score <= score + 8'd1;    
                end
            end
        end
    end
end
wire [7:0] led_on;   
wire [7:0] in_led;   
genvar j;
generate
    for(j=0; j<8; j=j+1) begin : led_gen
        wire [10:0] led_x = SCORE_X + (7-j) * (BIN_LED_SIZE + BIN_LED_GAP);
        wire [10:0] led_y = SCORE_Y;
        assign in_led[j] = (xpos >= led_x) && (xpos < led_x + BIN_LED_SIZE) &&
                          (ypos >= led_y) && (ypos < led_y + BIN_LED_SIZE);
        assign led_on[j] = score[j]; 
    end
endgenerate
wire in_any_led = |in_led;
wire [11:0] led_color = 
    (in_led[0] && led_on[0]) ? 12'hFFF :
    (in_led[1] && led_on[1]) ? 12'hFFF :
    (in_led[2] && led_on[2]) ? 12'hFFF :
    (in_led[3] && led_on[3]) ? 12'hFFF :
    (in_led[4] && led_on[4]) ? 12'hFFF :
    (in_led[5] && led_on[5]) ? 12'hFFF :
    (in_led[6] && led_on[6]) ? 12'hFFF :
    (in_led[7] && led_on[7]) ? 12'hFFF :
    (in_led[0] && !led_on[0]) ? 12'h333 :
    (in_led[1] && !led_on[1]) ? 12'h333 :
    (in_led[2] && !led_on[2]) ? 12'h333 :
    (in_led[3] && !led_on[3]) ? 12'h333 :
    (in_led[4] && !led_on[4]) ? 12'h333 :
    (in_led[5] && !led_on[5]) ? 12'h333 :
    (in_led[6] && !led_on[6]) ? 12'h333 :
    (in_led[7] && !led_on[7]) ? 12'h333 : 12'h000;
always @(posedge clk_50m or negedge rst_n) begin
    if(!rst_n) rgb <= 12'h000;   
    else if(valid) begin
        if((xpos < BORDER_W) ||                            
           (xpos >= 800 - BORDER_W) ||                     
           (ypos < BORDER_W) ||                            
           (ypos >= 600 - BORDER_W))                       
            rgb <= 12'hFFF;   
        else if(in_any_led)
            rgb <= led_color;
        else if((ypos >= BOARD_Y) && (ypos <= BOARD_Y + BOARD_H)
           && (xpos >= board_x) && (xpos <= board_x + BOARD_W))
            rgb <= 12'h00F;
        else if(((xpos > ball_x ? xpos - ball_x : ball_x - xpos)*(xpos > ball_x ? xpos - ball_x : ball_x - xpos) + 
                 (ypos > ball_y ? ypos - ball_y : ball_y - ypos)*(ypos > ball_y ? ypos - ball_y : ball_y - ypos)) <= BALL_R*BALL_R)
            rgb <= 12'hF00;
        else if((point_valid[0] && (xpos >= point_x[0]) && (xpos <= point_x[0]+POINT_W) 
                && (ypos >= point_y[0]) && (ypos <= point_y[0]+POINT_H))
             || (point_valid[1] && (xpos >= point_x[1]) && (xpos <= point_x[1]+POINT_W) 
                && (ypos >= point_y[1]) && (ypos <= point_y[1]+POINT_H))
             || (point_valid[2] && (xpos >= point_x[2]) && (xpos <= point_x[2]+POINT_W) 
                && (ypos >= point_y[2]) && (ypos <= point_y[2]+POINT_H)))
            rgb <= 12'h0F0;
        else rgb <= 12'h000;
    end
    else rgb <= 12'h000;   
end
endmodule
module vga_game_top(
    input         clk,         
    input         rst_n,       
    input         BTNL,        
    input         BTNR,        
    output        VGA_HS,      
    output        VGA_VS,      
    output [3:0]  VGA_R,       
    output [3:0]  VGA_G,       
    output [3:0]  VGA_B,       
    output [7:0]  LED          
);
reg clk_50m;
always @(posedge clk) begin
    if(!rst_n) clk_50m <= 1'b0;
    else clk_50m <= ~clk_50m;
end
wire [1:0] key;
assign key = {BTNR, BTNL};  
wire [11:0] rgb;
assign VGA_R = rgb[11:8];
assign VGA_G = rgb[7:4];
assign VGA_B = rgb[3:0];
wire [10:0] xpos, ypos;
wire        valid;
wire [7:0]  score;
assign LED = score;  
vga_timing u_vga_timing(
    .clk_50m(clk_50m),
    .rst_n(rst_n),
    .hsync(VGA_HS),
    .vsync(VGA_VS),
    .valid(valid),
    .xpos(xpos),
    .ypos(ypos)
);
game_ctrl u_game_ctrl(
    .clk_50m(clk_50m),
    .rst_n(rst_n),
    .xpos(xpos),
    .ypos(ypos),
    .valid(valid),
    .key(key),
    .rgb(rgb),
    .score(score)
);
endmodule
module vga_timing(
    input         clk_50m,     
    input         rst_n,       
    output reg    hsync,       
    output reg    vsync,       
    output reg    valid,       
    output reg [10:0] xpos,    
    output reg [10:0] ypos     
);
parameter H_TOTAL = 1115;   
parameter H_SYNC  = 128;    
parameter H_BACK  = 163;    
parameter H_VALID = 800;    
parameter H_FRONT = 24;     
parameter V_TOTAL = 666;    
parameter V_SYNC  = 6;      
parameter V_BACK  = 23;     
parameter V_VALID = 600;    
parameter V_FRONT = 3;      
reg [10:0] h_cnt;
always @(posedge clk_50m or negedge rst_n) begin
    if(!rst_n) h_cnt <= 11'd0;
    else if(h_cnt == H_TOTAL - 1) h_cnt <= 11'd0;
    else h_cnt <= h_cnt + 11'd1;
end
reg [10:0] v_cnt;
always @(posedge clk_50m or negedge rst_n) begin
    if(!rst_n) v_cnt <= 11'd0;
    else if(h_cnt == H_TOTAL - 1) begin
        if(v_cnt == V_TOTAL - 1) v_cnt <= 11'd0;
        else v_cnt <= v_cnt + 11'd1;
    end
end
always @(posedge clk_50m or negedge rst_n) begin
    if(!rst_n) hsync <= 1'b1;
    else if(h_cnt < H_SYNC) hsync <= 1'b0;
    else hsync <= 1'b1;
end
always @(posedge clk_50m or negedge rst_n) begin
    if(!rst_n) vsync <= 1'b1;
    else if(v_cnt < V_SYNC) vsync <= 1'b0;
    else vsync <= 1'b1;
end
always @(posedge clk_50m or negedge rst_n) begin
    if(!rst_n) begin
        valid <= 1'b0;
        xpos  <= 11'd0;
        ypos  <= 11'd0;
    end
    else if((h_cnt >= H_SYNC + H_BACK) && (h_cnt < H_SYNC + H_BACK + H_VALID) 
         && (v_cnt >= V_SYNC + V_BACK) && (v_cnt < V_SYNC + V_BACK + V_VALID)) begin
        valid <= 1'b1;
        xpos  <= h_cnt - (H_SYNC + H_BACK);   
        ypos  <= v_cnt - (V_SYNC + V_BACK);   
    end
    else begin
        valid <= 1'b0;
        xpos  <= 11'd0;
        ypos  <= 11'd0;
    end
end
endmodule
[run.sh]
#!/bin/bash
# OpenROAD 26Q1-2900-gdf79404cd8, Yosys 0.63+post, stock flow scripts
make -C /OpenROAD-flow-scripts/flow DESIGN_CONFIG=/design/flow/config.mk WORK_HOME=/design/flow/orfs finish
[config.mk]
export PLATFORM = sky130hd
export DESIGN_NAME = vga_game_top
export DESIGN_NICKNAME = vga_game_top
export VERILOG_FILES = /design/flow/design.v
export SDC_FILE = /design/flow/constraint.sdc
export NUM_CORES = 4
export LEC_CHECK = 1
export CORE_UTILIZATION = 40
[constraint.sdc]
current_design vga_game_top

set clk_period 5.5
set clk_io_pct 0.2

create_clock -name clk0 -period $clk_period [get_ports {clk}]

set non_clock_inputs [all_inputs -no_clocks]
set_input_delay [expr $clk_period * $clk_io_pct] -clock clk0 $non_clock_inputs
set_output_delay [expr $clk_period * $clk_io_pct] -clock clk0 [all_outputs]
==> qor.csv <==
stage,metric,value,unit
setup_path,buffer-and-inverter tally for the worst setup path,1,
setup_path,CP Class,in2reg,
die,IO Pins,26,
grt,GR Util met1,0.299,
setup_path,critical path arrival,1.88,ns
yosys,top cells by count,"844 x inv_1, 609 x ha_1, 559 x fa_1, 275 x nand2_1, 264 x nor2_1",
yosys,synthesized area,40500,um2
status,status,"finished, final reports clean",
grt,Tot GR Track Use,0.221,
clocking,post-cts hold-fix buffer tally,0,
job,Max Cap Viol,0,
timing,Setup WS post-layout,3.55,ns
clocking,clock latency at the later pin of the worst-skew pair,0,ns
grt,initial antenna violation count,0,
yosys,post-synthesis sequential area ratio,0.119,
place,I/O Buffers,25,
job,tally of OpenROAD warnings,117,
timing,Fmax,512,MHz
layout,share of layout cells above drive strength 1,0.0338,
yosys,Mapped Cells,4437,
yosys,Post-synth regs,182,
yosys,Ys Warns,5,
setup_path,Crit. End Element,flop,
hold_path,HP Class,reg2reg,
route,Final ANT Viol Nets,0,
clocking,post-CTS setup buffers,0,
setup_path,Startpoint Class,input pin,
route,vias per inst,5.20,
yosys,syn_area_per_cell,9.13,um2
layout,Area Overhead vs Synth,4.49,%
grt,first-pass GRT wire length,169,mm
timing,Rel. slew slack,0.375,
place,placed instance count,5700,
die,Die H,320,um
hold_path,hold_sp,clk_50m$_SDFF_PN0_,
timing,Final Slew Violations,0,
yosys,cell type with the largest total area,fa_1,
setup_path,crit path cell chain,"buf_6, nor2b_1",
setup_path,worst stage delay on the critical path,0.56,ns
die,fp_density,0.404,
die,core area,100000,um2
route,# diodes,0,
yosys,Top-area cell share,0.276,
route,drc violations,0,
clocking,"CTS clk-pin slew, worst paths",0,ns
setup_path,Worst Path Required,5.43,ns
yosys,yosys cell count,4437,
clocking,Post-CTS Resized,0,
pwr,peak supply drop,0.0551,mV
yosys,Post-synth area hogs,"fa_1 28%, ha_1 19%, inv_1 7.8%",
yosys,Commonest flop,dfrtp_1,
grt,met3 Track Usage GR,0.0678,
timing,Final min period,1.95,ns
setup_path,slowest library cell on the worst path,buf_6,
die,Die X,320,um
timing,register pins left without a clock,181,
die,die area,103000,um2
grt,GRT overflow,0,
pwr,LEAKAGE,21.6,nW
yosys,Synth cell types,103,
timing,Clock Skew,0,ns
timing,Slew @ Worst Pin,0.914,ns
die,row count,116,
place,Setup WS pre-CTS,3.49,ns
yosys,yosys stat area,40500,um2
grt,gr busiest metal,met2,
setup_path,R2R Path Start,clk_50m$_SDFF_PN0_,
setup_path,crit-path leading delay family,buffers and inverters,
timing,"Setup violations, final",0,
route,DRT iter0 DRCs,1523,
setup_path,largest fanout on the critical path,83,
grt,largest net degree at the start of global routing,84,
timing,post-route clock period utilization,0.355,
setup_path,CP Launch Point,rst_n,
route,Total Wirelength,105,mm
layout,Fillers,9847,
pwr,PD cells,3.82,nW/um2
place,RePlAce Congestion,0.965,
timing,setup TNS,0,ns
grt,vias in the first global route,30516,
grt,met2 usage,0.352,
timing,RSZ-0062 raised after global routing,false,
route,routed length per instance,18.4,um
setup_path,R2R Setup Slk,4.70,ns
timing,Final Hold Viols,0,
timing,endpoints left unconstrained,252,
layout,Final Instance Count excl. Fillers,5700,
yosys,async set-reset flop share out of synthesis,0.720,
place,post-DP HPWL,89.1,mm
yosys,"count leader, synth",inv_1,
yosys,"EDFF count, synth",50,
route,via count,29651,
route,DR pass1 iterations,5,
power breakdown:
| part | internal, mW | switching, mW |
|---|---|---|
| clock network | 0 | 0 |
| logic | 0.0103 | 0.0449 |
| registers | 0.101 | 0.00569 |
| total | 0.111 | 0.0506 |
through the flow:
stage	utilization	instance area [um2]	power (mW)	hold WS (ns)
after floorplan	-	40500	0.129	1.23
after global placement	0.423	42300	0.164	0.660
after detailed placement	0.423	42300	0.165	0.646
after CTS	0.423	42300	0.165	0.647
after global routing	0.423	42300	0.172	0.689
final	0.423	42300	0.162	0.631
layer usage:
metal / up-vias / wire, um
met3: 140 / 8570
li1: 14572 / -
met5: - / 85
met2: 779 / 49200
met4: 2 / 3390
met1: 14158 / 43700
cell usage in the layout (no fill, tap or decap), types with 46 or more instances in the layout:
cell type,synthesis,final
xnor2_1,252,251
a21o_1,85,85
nand3_1,77,77
dfrtp_1,105,105
nand4_1,48,48
a21oi_1,185,185
nor3_1,69,69
fa_1,559,559
ha_1,609,609
nand2_1,275,274
o21ai_0,156,156
edfxtp_1,50,50
xor2_1,84,84
nor2_1,264,264
inv_1,844,844
buf_4,6,46
cell families (layout without fill, tap and decap cells):
| kind of cell | Yosys count | count (layout) | synth area share |
|---|---|---|---|
| xor gates and xnor gates | 340 | 340 | 0.0746 |
| DFF | 182 | 182 | 0.119 |
| muxes | 39 | 39 | 0.0100 |
| and+or+nand+nor | 1003 | 1003 | 0.120 |
| adders and majority gates | 1168 | 1168 | 0.464 |
| AOI/OAI and AO/OA | 737 | 737 | 0.121 |
| other | 2 | 6 | 0.000185 |
| buffers and inverters | 966 | 927 | 0.0907 |
registers in the layout, summed over array words and instances, names as in the netlist:
signal and flops:
u_game_ctrl.ball_dir_x 1, u_game_ctrl.point_x 29, u_game_ctrl.ball_x 10, u_game_ctrl.board_x 9, u_game_ctrl.point_y 21, u_game_ctrl.score 8
clk_50m 1, u_game_ctrl.point_valid 3, u_game_ctrl.speed_cnt 20, u_game_ctrl.ball_dir_y 1, u_game_ctrl.ball_y 10, u_game_ctrl.lfsr 16
u_vga_timing.vsync 1, u_vga_timing.ypos 11, u_vga_timing.hsync 1, u_game_ctrl.rgb 6, u_vga_timing.h_cnt 11, u_vga_timing.v_cnt 11
u_vga_timing.valid 1, u_vga_timing.xpos 11
cell type report:
type	count	area (um2)	area share
Inverter	856	3210	0.0759
Multi-Input combinational cell	3293	32000	0.757
Sequential cell	182	4840	0.114
Tap cell	1298	1620	0.0384
Timing Repair Buffer	71	597	0.0141
final timing paths:
check | endpoint | cells past startpoint
setup / recovery | clk_50m$_SDFF_PN0_ | 2
hold / removal | clk_50m$_SDFF_PN0_ | 1
setup reg to reg | clk_50m$_SDFF_PN0_ | 1
hold reg to reg | clk_50m$_SDFF_PN0_ | 1
No activity file was given, so power comes from the tool's default toggle rates.

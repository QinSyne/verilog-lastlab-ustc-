## flow/config.mk

```make
export PLATFORM = sky130hd
export DESIGN_NAME = DST
export DESIGN_NICKNAME = DST
export VERILOG_FILES = /design/flow/design.v
export SDC_FILE = /design/flow/constraint.sdc
export NUM_CORES = 4
export LEC_CHECK = 1
export CORE_AREA = 10 10 103 103
export DIE_AREA = 0 0 113 113
```

## flow/constraint.sdc

```tcl
current_design DST

set clk_period 4.2
set clk_io_pct 0.2

create_clock -name clk0 -period $clk_period [get_ports {pclk}]

set non_clock_inputs [all_inputs -no_clocks]
set_input_delay [expr $clk_period * $clk_io_pct] -clock clk0 $non_clock_inputs
set_output_delay [expr $clk_period * $clk_io_pct] -clock clk0 [all_outputs]
```

## flow/design.v

```verilog
`timescale 1ns / 1ps
module CntS #(
    parameter WIDTH = 16,
    parameter RST_VLU = 0
)(
    input wire clk,
    input wire rstn,       
    input wire [WIDTH-1:0] d,  
    input wire ce,         
    output reg [WIDTH-1:0] q,  
    output wire co         
);
    always @(posedge clk or negedge rstn) begin
        if (!rstn) begin
            q <= RST_VLU;
        end else if (ce) begin
            if (q == d) begin
                q <= 0;
            end else begin
                q <= q + 1;
            end
        end
    end
    assign co = (q == d) && ce;
endmodule
`timescale 1ns / 1ps
module DST #(
    parameter H_SW = 120,
    parameter H_BP = 64,
    parameter H_ACT = 800,
    parameter H_FP = 56,
    parameter V_SW = 6,
    parameter V_BP = 23,
    parameter V_ACT = 600,
    parameter V_FP = 37
)(
    input wire pclk,
    input wire rstn,
    output wire hs,
    output wire vs,
    output wire hen,
    output wire ven
);
    localparam H_TOTAL = H_SW + H_BP + H_ACT + H_FP;
    localparam V_TOTAL = V_SW + V_BP + V_ACT + V_FP;
    wire [11:0] h_cnt;
    wire h_co;
    wire [11:0] v_cnt;
    wire v_co;
    CntS #(
        .WIDTH(12),
        .RST_VLU(0)
    ) cnt_h_inst (
        .clk(pclk),
        .rstn(rstn),
        .d(H_TOTAL - 1),
        .ce(1'b1),
        .q(h_cnt),
        .co(h_co)
    );
    CntS #(
        .WIDTH(12),
        .RST_VLU(0)
    ) cnt_v_inst (
        .clk(pclk),
        .rstn(rstn),
        .d(V_TOTAL - 1),
        .ce(h_co),  
        .q(v_cnt),
        .co(v_co)
    );
    assign hs = (h_cnt < H_SW);
    assign vs = (v_cnt < V_SW);
    assign hen = (h_cnt >= (H_SW + H_BP)) && (h_cnt < (H_SW + H_BP + H_ACT));
    assign ven = (v_cnt >= (V_SW + V_BP)) && (v_cnt < (V_SW + V_BP + V_ACT));
endmodule
```

## flow/run.sh

```bash
#!/bin/bash
# OpenROAD 26Q1-2900-gdf79404cd8, Yosys 0.63+post, stock flow scripts
make -C /OpenROAD-flow-scripts/flow DESIGN_CONFIG=/design/flow/config.mk WORK_HOME=/design/flow/orfs finish
```

==> results_slide.txt <==
Key Metrics from the Run

CTS
  – Insertion Delay late pin: about 260 ps
  – Num CTS Buffers: 3
  – TritonCTS clock tree: yes
  – CTS Sinks: 24
  – Total setup buffers inserted after CTS: 0
  – Post-CTS Hold Fix Bufs: 0
  – Clk buf depth: 2
  – CTS clock-pin slew for the worst setup and hold paths: about 80 ps
  – Post-CTS sizing: 0
  – H-tree depth: 1
  – Root buf cell: clkbuf_8

Synth
  – Area contributors post-synth: dfrtp_1, xnor2_1, xor2_1, ha_1, nand3_1
  – Synth cell count leaders: dfrtp_1, nand2_1, nor2_1, nand3_1, a21oi_1
  – Synth Seq Share: 0.455
  – Post-Syn Instances: 145
  – Syn_area_per_cell: 9.11 um2
  – Main synth FF type: dfrtp_1
  – Flip-flops with a built-in enable: 0
  – Synth area leader: dfrtp_1
  – Top-count cell post-synth: dfrtp_1
  – Post-synth ARST share: 1.00
  – Yosys cell count: about 150
  – Post-synth regs: 24
  – Post-Synthesis Cell Area: around 0.0013 mm2
  – Area reported by Yosys stat: ~0.0013 mm2
  – Syn. warnings: 3
  – Top-area cell share: 0.455
  – Post-synth cell types: 30

Route
  – Vias/cell: between 3 and 4
  – WL final: 2460 um
  – Remaining antenna violation count: 0
  – Wire per inst: 9.78 um
  – DRC errors left: 0
  – Pre-Repair DR Iteration Count: 4
  – Diode count: 0
  – Initial DRC count: approximately 100
  – Via count: ~1000

Floorplan
  – Die X: around 110 um
  – Chip area: 0.0128 mm2
  – Placeable Area: 0.00830 mm2
  – Num ports: 6
  – Pre-Place Util: 0.159
  – Row cnt: 33
  – Die height: 113 um

Critical path
  – Delay-heaviest family, CP: buffers and inverters
  – Worst reg2reg endpoint: cnt_v_inst.q[9]
  – CP Depth: 7
  – CP Capture Point: ven
  – Worst Path Buf+Inv: 2
  – Worst endpoint required time: between 3000 and 4000 ps
  – FF-to-FF setup slack: about 2100 ps
  – Crit-path cells: inv_1 > ha_1 > nor2b_1 > nor4b_1 > nor4_1 > a2111oi_0 > clkdlybuf4s50_1
  – Arr. time, crit path: between 2000 and 2500 ps
  – Crit path launch type: flop
  – Reg2reg start: cnt_h_inst.q[4]
  – Worst Reg-to-Reg Cells: 4
  – WS Path Type: reg2out
  – Slowest CP cell: clkdlybuf4s50_1
  – Critical Path Start: cnt_v_inst.q[0]
  – Worst path max stage delay: ~530 ps
  – Worst Path Max Fanout: 7
  – Worst Setup End Kind: output pin

Final timing
  – Fmax: 316 MHz
  – Clock Skew: about 1.9 ps
  – Final setup viols: 0
  – Min Tclk post-route: 3170 ps
  – Slew Limit Fails: 0
  – Final worst-path cycle share: 0.754
  – Slew HR: 0.621
  – Worst Max-Slew Pin Slew: 564 ps
  – Fin Setup TNS: 0 ps
  – Fin. Hold Viols: 0
  – RSZ-0062 raised after global routing: no

Power and ir drop
  – Peak supply drop: roughly 0.090 mV
  – Psw: roughly 70 uW
  – Gate power share: 0.016
  – Pwr dens: between 200 and 250 mW/mm2
  – Pleak: approximately 0.00063 uW
  – Clock power share: 0.355
  – Seq pwr share: 0.629
  – P_int: 296 uW
  – Switching part of the total power: 0.193

Layout
  – Fin area: approximately 0.0015 mm2
  – Layout cells sized above 1: 0.0479
  – Area Growth Syn to Fin: 14.9%
  – Final Util: 0.183

Job
  – Number of max-cap violations: 0
  – Total tool warning count: 27

Placed design
  – IO buf count: 5
  – Routability cong.: 0.870
  – Placed inst area: between 0.001 and 0.0015 mm2
  – Half-perimeter wire length after placement: 1780 um

Global route
  – Vias in the first global route: approximately 920
  – Total GRT Usage: 0.0375
  – GRT overflow: 0
  – First-pass GRT wire length: ~4200 um
  – Antenna violations before repair: 0
  – Largest net degree at the start of global routing: 25

Outcome
  – Run status: completed

Hold path
  – Worst hold path class: reg2reg
## layout by cell type (no fill, tap or decap), types with 4 or more instances in the layout
cell type,instances
ha_1,4
xor2_1,6
a21oi_1,9
nand3_1,10
nor2_1,12
nor4_1,5
dfrtp_1,24
clkdlybuf4s50_1,5
nand4_1,5
nand2_1,13
xnor2_1,8
nor3_1,6
o21ai_0,7
inv_1,6
## how the worst min path moves through the flow
stage                            from              end  slack [ps]  cells past startpoint
after global routing  cnt_h_inst.q[0]  cnt_h_inst.q[0]         520                      1
after CTS             cnt_h_inst.q[0]  cnt_h_inst.q[0]         470                      1
final                 cnt_h_inst.q[0]  cnt_h_inst.q[0]         460                      1
## metal layers
layer / share of wire / routed length (um) / global-route usage / up-vias
li1: - / - / - / 518
met1: 0.49 / 1220 / 0.0518 / 474
met2: 0.48 / 1170 / 0.0614 / 6
met3: 0.0094 / 23 / 0.00427 / 2
met4: 0.017 / 42 / 0.00846 / 0
met5: 0 / 0 / 0 / -
## cells by family (layout without fill, tap and decap cells)
logic type / after synthesis / after routing / synth area share
muxes: 2 / 2 / 0.0161
xor gates and xnor gates: 14 / 14 / 0.0928
and+or+nand+nor: 66 / 66 / 0.266
buffers and inverters: 14 / 15 / 0.0426
adders and majority gates: 4 / 4 / 0.0379
DFF: 24 / 24 / 0.455
AOI/OAI and AO/OA: 21 / 21 / 0.0900
## through the flow
stage,setup slack [ps],hold WS [ps],std cells,total power [uW]
after floorplan,2010,433,145,236
after global placement,1340,451,248,242
after detailed placement,1290,458,248,242
after CTS,991,469,251,374
after global routing,822,517,251,383
final,1030,464,251,367
## power by group through the flow
stage	clock, uW	sequential [uW]	combinational [uW]
4_1_cts	137	231	6.41
5_1_grt	145	231	7.14
6_report	130	231	5.91
## layout make-up
class	count	area (um2)
fillers	883	6780
multi-input cells	107	664
flip-flops and latches	24	601
well taps	105	131
repair buffers	6	57.6
clock buffers	3	41.3
inverters	6	22.5
## flip-flops by register name, summed over array words and instances, names as in the netlist
name          count
cnt_h_inst.q     12
cnt_v_inst.q     12
Power and IR drop assume default switching activity.
